==> ./design.v <==
`timescale 1ns / 1ps
module tictaetoe(input clock,  
     input reset,  
     input play,  
     input pc,  
     input [3:0] pc_pos,player_pos, 
     output wire [1:0] pos1,pos2,pos3,
     pos4,pos5,pos6,pos7,pos8,pos9,
     output wire[1:0]who 
    );
    wire [15:0] PC_en; 
 wire [15:0] PL_en;  
 wire illegal_move;  
 wire win;  
 wire pc_play;  
 wire player_play;  
 wire no_space;  
  position_registers position_reg_unit(
      clock,  
      reset,  
      illegal_move,  
      PC_en[8:0],  
      PL_en[8:0],  
      pos1,pos2,pos3,pos4,pos5,pos6,pos7,pos8,pos9 
      );
 winner_detector win_detect_unit(pos1,pos2,pos3,pos4,pos5,pos6,pos7,pos8,pos9,win,who);
 position_decoder pd1(pc_pos,pc_play,PC_en);
 position_decoder pd2(player_position,player_play,PL_en); 
  illegal_move_detector imd_unit(
   pos1,pos2,pos3,pos4,pos5,pos6,pos7,pos8,pos9, 
   PC_en[8:0], PL_en[8:0], 
   illegal_move
   );
 nospace_detector nsd_unit(
   pos1,pos2,pos3,pos4,pos5,pos6,pos7,pos8,pos9, 
   no_space
    ); 
 fsm_controller tic_tac_toe_controller(
     clock, 
     reset, 
     play,  
     pc, 
     illegal_move, 
     no_space,  
     win,  
     pc_play,  
     player_play  
     );    
endmodule 
module position_registers(
      input clock,  
      input reset,  
      input illegal_move,  
      input [8:0] PC_en,  
      input [8:0] PL_en,  
      output reg[1:0] pos1,pos2,pos3,pos4,pos5,pos6,pos7,pos8,pos9 
      );
 always @(posedge clock or posedge reset)
 begin
  if(reset) 
   pos1 <= 2'b00;
  else begin
   if(illegal_move==1'b1)
    pos1 <= pos1; 
   else if(PC_en[0]==1'b1)
    pos1 <= 2'b10;  
   else if (PL_en[0]==1'b1)
    pos1 <= 2'b01; 
   else 
    pos1 <= pos1; 
  end 
 end 
 always @(posedge clock or posedge reset)
 begin
  if(reset) 
   pos2 <= 2'b00;
  else begin
   if(illegal_move==1'b1)
    pos2 <= pos2; 
   else if(PC_en[1]==1'b1)
    pos2 <= 2'b10;  
   else if (PL_en[1]==1'b1)
    pos2 <= 2'b01; 
   else 
    pos2 <= pos2; 
  end 
 end 
 always @(posedge clock or posedge reset)
 begin
  if(reset) 
   pos3 <= 2'b00;
  else begin
   if(illegal_move==1'b1)
    pos3 <= pos3; 
   else if(PC_en[2]==1'b1)
    pos3 <= 2'b10;  
   else if (PL_en[2]==1'b1)
    pos3 <= 2'b01; 
   else 
    pos3 <= pos3; 
  end 
 end  
 always @(posedge clock or posedge reset)
 begin
  if(reset) 
   pos4 <= 2'b00;
  else begin
   if(illegal_move==1'b1)
    pos4 <= pos4; 
   else if(PC_en[3]==1'b1)
    pos4 <= 2'b10;  
   else if (PL_en[3]==1'b1)
    pos4 <= 2'b01; 
   else 
    pos4 <= pos4; 
  end 
 end 
 always @(posedge clock or posedge reset)
 begin
  if(reset) 
   pos5 <= 2'b00;
  else begin
   if(illegal_move==1'b1)
    pos5 <= pos5; 
   else if(PC_en[4]==1'b1)
    pos5 <= 2'b10;  
   else if (PL_en[4]==1'b1)
    pos5 <= 2'b01; 
   else 
    pos5 <= pos5; 
  end 
 end 
 always @(posedge clock or posedge reset)
 begin
  if(reset) 
   pos6 <= 2'b00;
  else begin
   if(illegal_move==1'b1)
    pos6 <= pos6; 
   else if(PC_en[5]==1'b1)
    pos6 <= 2'b10;  
   else if (PL_en[5]==1'b1)
    pos6 <= 2'b01; 
   else 
    pos6 <= pos6; 
  end 
 end 
 always @(posedge clock or posedge reset)
 begin
  if(reset) 
   pos7 <= 2'b00;
  else begin
   if(illegal_move==1'b1)
    pos7 <= pos7; 
   else if(PC_en[6]==1'b1)
    pos7 <= 2'b10;  
   else if (PL_en[6]==1'b1)
    pos7 <= 2'b01; 
   else 
    pos7 <= pos7; 
  end 
 end 
 always @(posedge clock or posedge reset)
 begin
  if(reset) 
   pos8 <= 2'b00;
  else begin
   if(illegal_move==1'b1)
    pos8 <= pos8; 
   else if(PC_en[7]==1'b1)
    pos8 <= 2'b10;  
   else if (PL_en[7]==1'b1)
    pos8 <= 2'b01; 
   else 
    pos8 <= pos8; 
  end 
 end 
 always @(posedge clock or posedge reset)
 begin
  if(reset) 
   pos9 <= 2'b00;
  else begin
   if(illegal_move==1'b1)
    pos9 <= pos9; 
   else if(PC_en[8]==1'b1)
    pos9 <= 2'b10;  
   else if (PL_en[8]==1'b1)
    pos9 <= 2'b01; 
   else 
    pos9 <= pos9; 
  end 
 end  
endmodule 
module fsm_controller(
     input clock, 
     input reset, 
     play,  
     pc, 
     illegal_move, 
     no_space,  
     win,  
     output reg pc_play,  
     player_play  
     );
parameter IDLE=2'b00;
parameter PLAYER=2'b01;
parameter COMPUTER=2'b10;
parameter GAME_DONE=2'b11;
reg[1:0] current_state, next_state;
always @(posedge clock or posedge reset) 
begin 
 if(reset)
  current_state <= IDLE;
 else 
  current_state <= next_state;
end 
always @(*)
 begin
 case(current_state)
 IDLE: begin 
  if(reset==1'b0 && play == 1'b1)
   next_state <= PLAYER;  
  else 
   next_state <= IDLE;
  player_play <= 1'b0;
  pc_play <= 1'b0;
 end 
 PLAYER:begin 
  player_play <= 1'b1;
  pc_play <= 1'b0;
  if(illegal_move==1'b0)
   next_state <= COMPUTER;  
  else 
   next_state <= IDLE;
 end 
 COMPUTER:begin 
  player_play <= 1'b0;
  if(pc==1'b0) begin 
   next_state <= COMPUTER;
   pc_play <= 1'b0;
  end
  else if(win==1'b0 && no_space == 1'b0)
  begin 
   next_state <= IDLE;
   pc_play <= 1'b1; 
  end 
  else if(no_space == 1 || win ==1'b1)
  begin 
   next_state <= GAME_DONE;  
   pc_play <= 1'b1; 
  end  
 end 
 GAME_DONE:begin  
  player_play <= 1'b0;
  pc_play <= 1'b0; 
  if(reset==1'b1) 
   next_state <= IDLE; 
  else 
   next_state <= GAME_DONE;  
 end 
 default: next_state <= IDLE; 
 endcase
 end
endmodule 
module nospace_detector(
   input [1:0] pos1,pos2,pos3,pos4,pos5,pos6,pos7,pos8,pos9, 
   output wire no_space
    );
wire temp1,temp2,temp3,temp4,temp5,temp6,temp7,temp8,temp9;
assign temp1 = pos1[1] | pos1[0];
assign temp2 = pos2[1] | pos2[0];
assign temp3 = pos3[1] | pos3[0];
assign temp4 = pos4[1] | pos4[0];
assign temp5 = pos5[1] | pos5[0];
assign temp6 = pos6[1] | pos6[0];
assign temp7 = pos7[1] | pos7[0];
assign temp8 = pos8[1] | pos8[0];
assign temp9 = pos9[1] | pos9[0];
assign no_space =((((((((temp1 & temp2) & temp3) & temp4) & temp5) & temp6) & temp7) & temp8) & temp9);
endmodule 
module illegal_move_detector(
   input [1:0] pos1,pos2,pos3,pos4,pos5,pos6,pos7,pos8,pos9, 
   input [8:0] PC_en, PL_en, 
   output wire illegal_move
   );
wire temp1,temp2,temp3,temp4,temp5,temp6,temp7,temp8,temp9;
wire temp11,temp12,temp13,temp14,temp15,temp16,temp17,temp18,temp19;
wire temp21,temp22;
assign temp1 = (pos1[1] | pos1[0]) & PL_en[0];
assign temp2 = (pos2[1] | pos2[0]) & PL_en[1];
assign temp3 = (pos3[1] | pos3[0]) & PL_en[2];
assign temp4 = (pos4[1] | pos4[0]) & PL_en[3];
assign temp5 = (pos5[1] | pos5[0]) & PL_en[4];
assign temp6 = (pos6[1] | pos6[0]) & PL_en[5];
assign temp7 = (pos7[1] | pos7[0]) & PL_en[6];
assign temp8 = (pos8[1] | pos8[0]) & PL_en[7];
assign temp9 = (pos9[1] | pos9[0]) & PL_en[8];
assign temp11 = (pos1[1] | pos1[0]) & PC_en[0];
assign temp12 = (pos2[1] | pos2[0]) & PC_en[1];
assign temp13 = (pos3[1] | pos3[0]) & PC_en[2];
assign temp14 = (pos4[1] | pos4[0]) & PC_en[3];
assign temp15 = (pos5[1] | pos5[0]) & PC_en[4];
assign temp16 = (pos6[1] | pos6[0]) & PC_en[5];
assign temp17 = (pos7[1] | pos7[0]) & PC_en[6];
assign temp18 = (pos8[1] | pos8[0]) & PC_en[7];
assign temp19 = (pos9[1] | pos9[0]) & PC_en[8];
assign temp21 =((((((((temp1 | temp2) | temp3) | temp4) | temp5) | temp6) | temp7) | temp8) | temp9);
assign temp22 =((((((((temp11 | temp12) | temp13) | temp14) | temp15) | temp16) | temp17) | temp18) | temp19);
assign illegal_move = temp21 | temp22 ;
endmodule 
module position_decoder(input[3:0] in, input enable, output wire [15:0] out_en);
 reg[15:0] temp1;
 assign out_en = (enable==1'b1)?temp1:16'd0;
 always @(*)
 begin
 case(in)
 4'd0: temp1 <= 16'b0000000000000001;
 4'd1: temp1 <= 16'b0000000000000010; 
 4'd2: temp1 <= 16'b0000000000000100;
 4'd3: temp1 <= 16'b0000000000001000;
 4'd4: temp1 <= 16'b0000000000010000;
 4'd5: temp1 <= 16'b0000000000100000;
 4'd6: temp1 <= 16'b0000000001000000;
 4'd7: temp1 <= 16'b0000000010000000;
 4'd8: temp1 <= 16'b0000000100000000;
 4'd9: temp1 <= 16'b0000001000000000;
 4'd10: temp1 <= 16'b0000010000000000;
 4'd11: temp1 <= 16'b0000100000000000;
 4'd12: temp1 <= 16'b0001000000000000;
 4'd13: temp1 <= 16'b0010000000000000;
 4'd14: temp1 <= 16'b0100000000000000;
 4'd15: temp1 <= 16'b1000000000000000;
 default: temp1 <= 16'b0000000000000001; 
 endcase 
end 
endmodule 
module winner_detector(input [1:0] pos1,pos2,pos3,pos4,pos5,pos6,pos7,pos8,pos9, output wire winner, output wire [1:0]who);
wire win1,win2,win3,win4,win5,win6,win7,win8;
wire [1:0] who1,who2,who3,who4,who5,who6,who7,who8;
winner_detect_3 u1(pos1,pos2,pos3,win1,who1); 
winner_detect_3 u2(pos4,pos5,pos6,win2,who2); 
winner_detect_3 u3(pos7,pos8,pos9,win3,who3); 
winner_detect_3 u4(pos1,pos4,pos7,win4,who4); 
winner_detect_3 u5(pos2,pos5,pos8,win5,who5); 
winner_detect_3 u6(pos3,pos6,pos9,win6,who6); 
winner_detect_3 u7(pos1,pos5,pos9,win7,who7); 
winner_detect_3 u8(pos3,pos5,pos6,win8,who8); 
assign winner = (((((((win1 | win2) | win3) | win4) | win5) | win6) | win7) | win8);
assign who = (((((((who1 | who2) | who3) | who4) | who5) | who6) | who7) | who8);
endmodule 
module winner_detect_3(input [1:0] pos0,pos1,pos2, output wire winner, output wire [1:0]who);
wire [1:0] temp0,temp1,temp2;
wire temp3;
assign temp0[1] = !(pos0[1]^pos1[1]);
assign temp0[0] = !(pos0[0]^pos1[0]);
assign temp1[1] = !(pos2[1]^pos1[1]);
assign temp1[0] = !(pos2[0]^pos1[0]);
assign temp2[1] = temp0[1] & temp1[1];
assign temp2[0] = temp0[0] & temp1[0];
assign temp3 = pos0[1] | pos0[0];
assign winner = temp3 & temp2[1] & temp2[0];
assign who[1] = winner & pos0[1];
assign who[0] = winner & pos0[0];
endmodule
==> ./run.sh <==
#!/bin/bash
# OpenROAD 26Q1-2900-gdf79404cd8, Yosys 0.63+post, stock flow scripts
make -C /OpenROAD-flow-scripts/flow DESIGN_CONFIG=/design/flow/config.mk WORK_HOME=/design/flow/orfs finish
==> ./config.mk <==
export PLATFORM = sky130hd
export DESIGN_NAME = tictaetoe
export DESIGN_NICKNAME = tictaetoe
export VERILOG_FILES = /design/flow/design.v
export SDC_FILE = /design/flow/constraint.sdc
export NUM_CORES = 4
export LEC_CHECK = 1
export CORE_AREA = 10 10 100 100
export DIE_AREA = 0 0 110 110
==> ./constraint.sdc <==
current_design tictaetoe

set clk_period 3.1
set clk_io_pct 0.2

create_clock -name clk0 -period $clk_period [get_ports {clock}]

set non_clock_inputs [all_inputs -no_clocks]
set_input_delay [expr $clk_period * $clk_io_pct] -clock clk0 $non_clock_inputs
set_output_delay [expr $clk_period * $clk_io_pct] -clock clk0 [all_outputs]
==> Slide: Implementation Results <==
Run Summary

GRT
  – Vias in the first global route: ~1.2k
  – Gr ovfl total: 0
  – Largest net degree at the start of global routing: 21
  – GRT Util Overall: 6.24%
  – First-pass GRT wire length: 6130 um
  – Initial antenna violation count: 0

Final timing
  – Slew HR: a little under half
  – Endpoints left unconstrained: 3
  – # setup viols final: 0
  – Setup Skew: 0.00229 ns
  – Register pins left without a clock: 3
  – Period utilization: a little over nine tenths
  – Worst slew pin tran: roughly 0.78 ns
  – Minimum clock period: between 2 and 3 ns
  – Setup TNS: 0 ns
  – Max Fclk: 338 MHz
  – Max Slew Vio Count: 0
  – RSZ-0062 raised after global routing: false
  – Final worst slack: between 0.1 and 0.15 ns
  – Final hold violation count: 0

Final layout
  – Combinational Area: 732 sq um
  – Synth-to-layout area growth: 28.4%
  – Share of layout cells above drive strength 1: between 10% and 20%
  – Fill cells: roughly 850
  – Reg area: approximately 550 sq um
  – Filler-free cell count of the finished design: about 280
  – Most frequent cells in the layout: clkdlybuf4s50_1, dfrtp_1, nor3_1, nor2_1, and3_1
  – Top cell excl fill/tap: clkdlybuf4s50_1

Logic synthesis
  – Ys async rst share: 87.0%
  – Mapped Area: 0.00138 sq mm
  – Netlist cell types: approximately 44
  – Avg Inst Size Synth: between 8 and 9 sq um
  – Yosys Chip Area: 0.00138 sq mm
  – Post-synthesis cell count: 162
  – EDFF count, synth: 0
  – Warnings, synthesis: 6
  – Seq cells post-synth: 23
  – Dominant flop cell: dfrtp_1
  – # Cells Yosys: 162

Worst setup path
  – Crit path DAT: between 2 and 2.5 ns
  – R2r worst-path depth: 7
  – Crit path max fanout: 11
  – Slowest cell on crit path: dfrtp_1
  – Worst EP required: ~2.5 ns
  – Crit Path Category: register to output pin
  – Reg2reg end: tic_tac_toe_controller.current_state[1]$_DFF_PP0_
  – Crit path from: position_reg_unit.pos6[1]$_DFFE_PP0P_
  – R2R Setup Slk: ~0.73 ns
  – CP max stage delay: 0.50 ns
  – Crit path to: who[1]
  – CP Launch Type: register
  – Worst r2r src: position_reg_unit.pos5[0]$_DFFE_PP0P_
  – Crit-path cells: and3_2 > o22ai_1 > o21ai_0 > a21o_2 > a221o_1 > clkdlybuf4s50_1
  – Crit. End Element: output pin

Detailed routing
  – Per-cell routed wire length: about 13 um
  – DRC viols: 0
  – DR pass1 iterations: 4
  – Number of routed nets with antenna violations: 0
  – Antenna cell count: 0
  – WL final: roughly 3800 um
  – Via count: about 1.2k
  – Violation tally from detailed-route iteration zero: around 94
  – Via/cell ratio: about 4.4

Flow run
  – OpenROAD warning count: 29
  – Max-capacitance violation count: 0

Power and ir drop
  – Maximum vdd drop: 0.138 mV
  – Cell Pwr Density: ~390 mW/mm^2
  – Leakage: about 0.75 nW
  – Overall power: approximately 0.7 mW

Floorplan
  – Row count: 32
  – Die Y: roughly 110 um
  – Chip width: approximately 110 um
  – Core Region: slightly below 0.008 sq mm
  – Die Area: roughly 0.012 sq mm
  – FP Core Util: roughly 18%
  – Ports: 32

Clock tree
  – CTS tree: done
  – CTS Buf Count: 3
  – Clock-pin slew on the worst setup and hold paths: 0.07 ns
  – Setup Buffers After CTS: 0
  – Clock latency (worst-skew pair): roughly 0.25 ns
  – H-Tree Depth: 1
  – CTS Buffer Depth: 2
  – Resized cells post-CTS: 0
  – CTS Root Buffer Type: clkbuf_8
  – Hold_buf cts: 0

Place
  – Port Buffers: 27
  – Placed cells: between 200 and 300
  – HPWL after DPL: roughly 2900 um
  – Post-place setup slack: 0.209 ns
  – GP Congestion: about 0.83

Worst hold path
  – Hold Path Class: register to register

Outcome
  – Run status: finished clean
[metal layers]
layer	track usage (%)	vias up	routed length, um
li1	-	620	-
met1	8.22	595	1740
met2	10.6	29	1800
met3	1.35	2	209
met4	0.743	0	27
met5	0	-	0
[cell usage after synthesis (2+ instances only)]
| library cell | n | area (sq um) |
|---|---|---|
| a21oi_1 | 2 | 10.0 |
| a221o_1 | 2 | 20.0 |
| a31o_2 | 2 | 17.5 |
| a31oi_1 | 3 | 18.8 |
| and3_1 | 13 | 81.3 |
| and3_2 | 3 | 22.5 |
| buf_4 | 3 | 22.5 |
| buf_6 | 2 | 22.5 |
| clkbuf_1 | 10 | 37.5 |
| dfrtp_1 | 20 | 500 |
| dlxtn_1 | 3 | 45.0 |
| inv_1 | 5 | 18.8 |
| nand2_1 | 8 | 30.0 |
| nand2b_1 | 4 | 25.0 |
| nand3_1 | 5 | 25.0 |
| nor2_1 | 15 | 56.3 |
| nor2b_1 | 2 | 12.5 |
| nor3_1 | 16 | 80.1 |
| o21ai_0 | 8 | 40.0 |
| o21bai_1 | 5 | 37.5 |
| o22ai_1 | 7 | 43.8 |
| o32ai_1 | 2 | 17.5 |
[registers in the layout, summed over array words and instances (netlist names)]
name / count
position_reg_unit.pos1: 2
position_reg_unit.pos2: 2
position_reg_unit.pos3: 2
position_reg_unit.pos4: 2
position_reg_unit.pos5: 2
position_reg_unit.pos6: 2
position_reg_unit.pos7: 2
position_reg_unit.pos8: 2
position_reg_unit.pos9: 2
tic_tac_toe_controller.current_state: 2
tic_tac_toe_controller.next_state: 2
tic_tac_toe_controller.pc_play: 1
[cell families after synthesis]
family,after synthesis,synth area share (%)
and+or+nand+nor,76,30.5
AOI/OAI and AO/OA,39,20.0
buffers and inverters,22,8.06
DFF,20,36.2
latches,3,3.26
muxes,1,1.63
other,1,0.271
[where the power goes]
part | internal, mW | switching [mW]
registers | 0.276 | 0.0318
clock network | 0.172 | 0.0851
logic | 0.0733 | 0.0504
total | 0.521 | 0.167
[worst min path at each step]
stage,from,depth (start not counted),endpoint,slack [ns]
4_1_cts,position_reg_unit.pos4[0]$_DFFE_PP0P_,0,position_reg_unit.pos4[0]$_DFFE_PP0P_,0.53
5_1_grt,position_reg_unit.pos4[0]$_DFFE_PP0P_,0,position_reg_unit.pos4[0]$_DFFE_PP0P_,0.54
6_report,position_reg_unit.pos4[0]$_DFFE_PP0P_,0,position_reg_unit.pos4[0]$_DFFE_PP0P_,0.53
[critical path, delay by kind of cell, from the launching register on]
family          cells  cell delay [ns]
flops               1             0.50
compound gates      4             0.86
buf+inv             1             0.45
simple gates        1             0.27
[through the flow]
stage / hold slack [ns] / instance area [sq um] / utilization [%]
detailed placement: 0.514 / 1700 / 21.8
floorplan: 0.501 / 1390 / -
CTS: 0.533 / 1770 / 22.7
global placement: 0.510 / 1700 / 21.8
global route: 0.542 / 1770 / 22.7
finish: 0.529 / 1770 / 22.7
[area by class of cell]
cell class	count	area share, %
multi-input cells	119	41.3
flip-flops and latches	23	30.8
repair buffers	28	15.7
well taps	102	7.20
clock buffers	3	2.33
clock inverters	1	1.69
inverters	5	1.06
No activity file was given, so power comes from the tool's default toggle rates.
